===== config.mk =====
export PLATFORM = sky130hd
export DESIGN_NAME = up_counter
export DESIGN_NICKNAME = up_counter
export VERILOG_FILES = /design/flow/design.v
export SDC_FILE = /design/flow/constraint.sdc
export NUM_CORES = 4
export LEC_CHECK = 1
export CORE_AREA = 10 10 70 70
export DIE_AREA = 0 0 80 80

===== constraint.sdc =====
current_design up_counter

set clk_period 1.0
set clk_io_pct 0.2

create_clock -name clk0 -period $clk_period [get_ports {i_clk}]

set non_clock_inputs [all_inputs -no_clocks]
set_input_delay [expr $clk_period * $clk_io_pct] -clock clk0 $non_clock_inputs
set_output_delay [expr $clk_period * $clk_io_pct] -clock clk0 [all_outputs]

===== design.v =====
`timescale 1ns/1ps
module up_counter(
                  input        i_clk,  
                  input        i_reset,  
                  output [3:0] o_count
                  );
   reg [3:0] r_counter = 4'b1111;
   always @(posedge i_clk or posedge i_reset)
     begin
        if (i_reset)
           begin
              r_counter <= 4'd0;
           end
        else
          begin
             r_counter <= r_counter + 4'd1;
          end
     end
   assign o_count = r_counter;
endmodule

===== run.sh =====
#!/bin/bash
# OpenROAD 26Q1-2900-gdf79404cd8, Yosys 0.63+post, stock flow scripts
make -C /OpenROAD-flow-scripts/flow DESIGN_CONFIG=/design/flow/config.mk WORK_HOME=/design/flow/orfs finish

==> results_dict.tcl <==
# metrics dict for downstream scripts
set metrics [dict create \
    core_um2 3420 \
    io_pins 6 \
    layout-drive-gt1-share_pct 58.3 \
    overflow 0 \
    p_comb_share_pct 1.8 \
    seqPwrFrac_pct 43.9 \
    final_common_cell "buf_4" \
    finalSetupViolCount 0 \
    clkSinkCount 4 \
    ff2ff_setup_slack_ps 60 \
    chipArea_um2 6400 \
    drt-total-wl_um 428 \
    netlist_logic_family_top "XOR/XNOR gates" \
    ys_cells 10 \
    yosysTopAreaCell "dfrtp_1" \
    p_leak_nw 0.153 \
    flop_area_um2 100 \
    diodes 0 \
    maxCapViolCount 0 \
    io_buffer_count 5 \
    grt_pass1_vias 147 \
    ys_types 6 \
    path_clk_slew_ps 40 \
    die_width_um 80 \
    netlist.area_leader.share_pct 70.2 \
    p_sw_share_pct 18.9 \
    max-vdd-ir-drop_uv 276 \
    power_density_nw_per_um2 1240 \
    syn_inst 10 \
    drt-vias-per-instance 1.70 \
    post_drt_wl_per_cell_um 6.11 \
    warnings 26 \
    fin_skew_ps 4.07 \
    muxShareOfSynthArea_pct 0 \
    fp_util_pct 4.18 \
    nFillCells 408 \
    ys_sh_xor_pct 12.3 \
    yosys_area_um2 143 \
    first_pass_iters 2 \
    ys_seq_share_pct 70.2 \
    ys.flops 4 \
    gp_congestion 0.631 \
    worst-setup-path-type "reg -> reg" \
    setup.worst_path.end_class "flip-flop" \
    largest_reg_flops 4 \
    slew_headroom_pct 90.7 \
    top_register "r_counter" \
    finalClockPeriodUsage_pct 94.2 \
    hold_ws_ps 149 \
    aoi_share_pct 0 \
    rows 21 \
    crit_required_ps 1120 \
    syn_to_final_growth_pct 111 \
    hold_viol 0 \
    worst_pin_slew_ps 139 \
    clock_latency_ps 240 \
    simple_gate_share_pct 3.51 \
    final-comb-area_um2 37.5 \
    die_h_um 80 \
    pwr-share-clk_pct 54.3 \
    ys_sh_adder_pct 8.77 \
    synth.area.top_cells "dfrtp_1 (70%), ha_1 (8.8%), xnor2_1 (6.1%)" \
    finalCriticalPeriod_ps 942 \
    p_int_uw 301 \
    arrival_ps 1070 \
    fin_util_pct 8.79 \
    syn_avg_cell_area_um2 14.3 \
    p_switching_uw 70.2 \
    hold_path.class "in -> async" \
    critPathMaxFanout 3 \
    crit_path_start_kind "flip-flop" \
    final_cell_mix "buf_4 (6), dfrtp_1 (4), clkbuf_4 (3), clkbuf_2 (3), inv_1 (2)" \
    htreeDepth 1 \
    grt_start_max_net_pins 5 \
    ys_warn_count 1 \
    status "finished, final reports clean" \
    syn_area_um2 143 \
    slew_violations 0 \
    drcViolationCount 0 \
    reg_top3 "r_counter: 4 flops" \
    cts_buffers 3 \
    rsz0062_at_grt "false" \
    dpl.hpwl_um 304 \
    clockBufferDepth 2 \
    drtIter0Drc 3 \
    vias 119 \
    grt_pass1_wl_um 690 \
    max_freq_ghz 1.06 \
    antenna_left 0 \
    grt_util_all_layers_pct 1.62 \
    tritoncts "yes" \
    root_buffer "clkbuf_4" \
    antenna_found_initial 0 \
]
layer usage:
| metal | track usage [%] | share of wire, % | vias to the layer above |
|---|---|---|---|
| met3 | 3.64 | 40 | 0 |
| met5 | 0 | 0 | - |
| met2 | 1.12 | 22 | 8 |
| li1 | - | - | 59 |
| met4 | 0.352 | 0 | 0 |
| met1 | 1.47 | 38 | 52 |
through the flow:
stage	power (mW)	instance area [µm²]	cells	setup slack [ps]	setup TNS, ps
final	0.371	300	70	57.6	0
after floorplan	0.168	143	10	179	0
after global routing	0.404	300	70	16.9	0
after CTS	0.380	313	70	-26.7	-26.7
after detailed placement	0.172	273	64	-91.8	-129
after global placement	0.172	273	64	-82.6	-117
timing repair:
action / 4_1_cts / 5_1_grt
cloned: 0 / 0
hold buffers: 0 / 0
setup endpoints to repair: 4 / 4
buffers inserted: 3 / 0
endpoints found under the hold margin: 0 / 0
resized: 10 / 4
path summary, 6_finish.rpt:
kind	startpoint	endpoint	cells past startpoint
worst min-delay path	i_reset	r_counter[2]$_DFF_PP0_	2
min in group clk0	r_counter[0]$_DFF_PP0_	r_counter[0]$_DFF_PP0_	2
worst max register to register	r_counter[0]$_DFF_PP0_	r_counter[2]$_DFF_PP0_	3
max in group asynchronous	i_reset	r_counter[1]$_DFF_PP0_	2
worst min register to register	r_counter[0]$_DFF_PP0_	r_counter[0]$_DFF_PP0_	2
worst max-delay path	r_counter[0]$_DFF_PP0_	r_counter[2]$_DFF_PP0_	3
kinds of logic after synthesis:
kind of cell	Yosys count
buffers and inverters	2
DFF	4
and+or+nand+nor	1
adders and majority gates	1
xor gates and xnor gates	2
power groups by stage:
stage / sequential, mW / clock (mW) / combinational (mW)
final: 0.163 / 0.201 / 0.00685
after global routing: 0.163 / 0.233 / 0.00794
after CTS: 0.163 / 0.210 / 0.00717
final cells by class:
class	count	area share, %
flip-flops and latches	4	33.3
repair buffers	11	25.0
well taps	46	19.2
multi-input cells	4	12.5
clock buffers	3	7.50
inverters	2	2.50
worst max-delay path, cell delays in order (launching register included):
cell and delay, ps:
dfrtp_1 380, buf_4 150, ha_2 180, xor2_1 130
synthesized netlist by cell type (all sizes together):
master and instances:
inv 2, xor2 1, xnor2 1, ha 1, dfrtp 4, nand3 1
No activity file was given, so power comes from the tool's default toggle rates.
