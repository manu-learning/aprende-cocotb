==> design.v <==
module full_adder_4bit(
                  input [3:0]  i_operando_a,
                  input [3:0]  i_operando_b,
                  input        i_acarreo,  
                  output       o_acarreo,  
                  output [3:0] o_suma
                  );
   assign {o_acarreo, o_suma} = i_operando_a + i_operando_b + i_acarreo;
endmodule
==> run.sh <==
#!/bin/bash
# OpenROAD 26Q1-2900-gdf79404cd8, Yosys 0.63+post, stock flow scripts
make -C /OpenROAD-flow-scripts/flow DESIGN_CONFIG=/design/flow/config.mk WORK_HOME=/design/flow/orfs finish
==> config.mk <==
export PLATFORM = sky130hd
export DESIGN_NAME = full_adder_4bit
export DESIGN_NICKNAME = full_adder_4bit
export VERILOG_FILES = /design/flow/design.v
export SDC_FILE = /design/flow/constraint.sdc
export NUM_CORES = 4
export LEC_CHECK = 1
export CORE_AREA = 10 10 70 70
export DIE_AREA = 0 0 80 80
==> constraint.sdc <==
current_design full_adder_4bit

set clk_period 3.0
set clk_io_pct 0.2

create_clock -name clk0 -period $clk_period

set non_clock_inputs [all_inputs -no_clocks]
set_input_delay [expr $clk_period * $clk_io_pct] -clock clk0 $non_clock_inputs
set_output_delay [expr $clk_period * $clk_io_pct] -clock clk0 [all_outputs]
==> Table 3: Implementation characteristics <==
Table: implementation figures

Parameter                              Value

Power and ir drop
  Leakage power figure .................. about 0.14 nW
  Highest ir drop seen on vdd .................. around 0.000021 V
  Pwr Total .................. approximately 0.056 mW
  Total power per unit cell area .................. approximately 160 mW/mm2

Final layout
  Fill cell count .................. 395
  Comb gate area .................. 134 um2
  Number of clock buffers in the layout .................. 0
  Post-route standard cell area excluding fillers .................. approximately 350 um2
  Layout cells sized above 1 .................. 10.0%
  Register cell area after layout .................. 0 um2
  Sequential cells .................. 0
  Post-synthesis to final-layout area growth .................. 141%

STA
  Max Fclk .................. between 0.3 and 0.4 GHz
  Number of pins exceeding their max-slew limit in the final report .................. 0
  Final Hold Fails .................. 0
  Setup repair after global routing missed its margin .................. no
  Final period demand of the worst path .................. between 2 and 3 ns
  Post-layout period usage of the worst path .................. about 96%
  Worst rel slew slack .................. 86.1%
  Setup violators final .................. 0
  Pin slew with the least headroom to its limit .................. between 0.2 and 0.25 ns

Setup path
  CP Launch Type .................. primary input
  CP Class .................. in2out
  Cell occurring most often along the worst timing path .................. sky130_fd_sc_hd__clkdlybuf4s50_1
  Largest delay share family, worst path .................. buffers and inverters
  Required arrival time at the worst endpoint .................. around 2.4 ns
  Kind of end point of the critical path .................. output port
  Critical path data arrival time .................. between 2 and 2.5 ns
  Cell at the slowest stage of the critical path .................. sky130_fd_sc_hd__clkdlybuf4s50_1
  Crit path launch .................. i_operando_a[1]
  Worst Path Buf+Inv .................. 3
  Maximum cell stage delay along the critical path .................. between 0.4 and 0.5 ns
  Chain of cells forming the critical path .................. clkdlybuf4s50_1 > inv_1 > fa_2 > nor2b_1 > o21ai_0 > nand2b_1 > clkdlybuf4s50_1
  Largest driver fanout on the critical path .................. 2

Detailed routing
  Vias .................. between 150 and 200
  DR vias/cell .................. around 2
  Post-route antenna net violation count .................. 0
  Total iterations of the first detailed-routing run .................. 2
  Total Routed Length .................. about 500 um
  Wire length per cell after detailed routing .................. between 6 and 7 um
  DRT iter0 DRCs .................. 1
  Number of remaining DRC errors .................. 0
  Count of antenna diodes in the layout .................. 0

Floorplanning
  Boundary pin count .................. 14
  Chip width .................. ~80 um
  Die Y-Extent .................. about 80 um
  Initial standard-cell utilization of the core .................. under 10%
  Number of cell rows .................. 21
  Core area .................. approximately 0.0034 mm2
  Total die size .................. about 0.0064 mm2

Synthesis
  Cell types with the largest area share after synthesis .................. sky130_fd_sc_hd__fa_1, sky130_fd_sc_hd__ha_1, sky130_fd_sc_hd__xnor2_1, sky130_fd_sc_hd__inv_1, sky130_fd_sc_hd__a21oi_2
  Unique cell type count in the Yosys netlist .................. 9
  Number of cell instances after yosys synthesis .................. 16
  Post-synth area from yosys stat .................. roughly 140 um2
  Share of the yosys chip area belonging to registers .................. 0%
  Most frequent cell after synthesis .................. sky130_fd_sc_hd__inv_1
  Mapped Avg Cell Area .................. about 9.0 um2
  Dominant cell type by area after synthesis .................. sky130_fd_sc_hd__fa_1
  Commonest cells post-synth .................. sky130_fd_sc_hd__inv_1, sky130_fd_sc_hd__ha_1, sky130_fd_sc_hd__fa_1, sky130_fd_sc_hd__xnor2_1
  Cell area after synthesis .................. between 100 and 150 um2
  Number of instances in the synthesized netlist .................. 16
  Area share of the leading cell type in the synthesized netlist .................. 27.8%
  Number of warnings reported in the yosys synthesis log .................. 0

Hold path
  Tightest Hold Check Type .................. in2out
  Worst min-delay path startpoint .................. i_operando_b[0]

Placed design
  RePlAce Congestion .................. 0.762
  Port buffer count .................. 14
  Cell area after placement .................. between 300 and 400 um2

Global route
  Largest net degree at the start of global routing .................. 4
  All-layer global routing usage .................. roughly 1.5%
  Initial antenna violation count .................. 0
  First-pass GRT wire length .................. between 700 and 800 um
  Via count of the first global-routing pass .................. 148
  Sum of overflow across all layers after global routing .................. 0

Status
  Run status .................. complete, no violations

Clocking
  Hold buffers post-CTS .................. 0
  Setup Fix Bufs, Post-CTS .................. 0

Job
  Count of warning messages emitted by the tools .................. 35
  Max-cap violations .................. 0
[what timing repair did]
| action | CTS | global route |
|---|---|---|
| pin swaps | 1 | 1 |
| setup endpoints to repair | 4 | 4 |
| resized | 4 | 1 |
[kinds of logic (layout without fill, tap and decap cells)]
family	Yosys count	count (layout)	synth area share (%)
AOI/OAI and AO/OA	3	3	14.8
xor gates and xnor gates	2	2	12.2
and+or+nand+nor	2	2	8.70
adders and majority gates	5	5	53.9
buffers and inverters	4	18	10.4
[cell usage in the layout, fill, tap and decap left out]
cell | netlist | final
sky130_fd_sc_hd__inv_1 | 4 | 4
sky130_fd_sc_hd__xnor2_1 | 2 | 2
sky130_fd_sc_hd__a21o_1 | 1 | 1
sky130_fd_sc_hd__dlygate4sd2_1 | 0 | 2
sky130_fd_sc_hd__nand2b_1 | 1 | 1
sky130_fd_sc_hd__o21ai_0 | 1 | 1
sky130_fd_sc_hd__clkdlybuf4s50_1 | 0 | 11
sky130_fd_sc_hd__ha_1 | 3 | 3
sky130_fd_sc_hd__nor2b_1 | 1 | 1
sky130_fd_sc_hd__fa_2 | 0 | 2
sky130_fd_sc_hd__a21oi_2 | 1 | 1
sky130_fd_sc_hd__dlymetal6s2s_1 | 0 | 1
[per-stage QoR]
step | setup slack (ns) | std cells | TNS [ns] | utilization, % | hold slack, ns
final | 0.121 | 76 | 0 | 10.1 | 1.96
after global routing | 0.0297 | 76 | 0 | 10.1 | 1.98
after CTS | 0.00195 | 76 | 0 | 10.1 | 2.07
after detailed placement | -0.0910 | 76 | -0.250 | 10.0 | 2.28
after global placement | -0.0718 | 76 | -0.188 | 10.0 | 2.29
after floorplan | 0.880 | 16 | 0 | - | 1.30
[metal layers]
metal  track usage (%)  part of all wire [%]  wire, um
met5                 0                     0         0
met3              1.59                    31       156
met4                 0                     0         0
met2              1.77                    26       132
met1              1.93                    43       214
[where the power goes]
| group | internal (mW) | switching (mW) | total (mW) |
|---|---|---|---|
| clock | 0 | 0 | 0 |
| combinational | 0.0397 | 0.0166 | 0.0563 |
| sequential | 0 | 0 | 0 |
[path summary, 6_finish.rpt]
check | endpoint | slack, ns | cells past startpoint
setup / recovery | o_acarreo | 0.12 | 7
hold / removal | o_suma[0] | 1.96 | 3
[tightest hold or removal path: cells and delay by family]
kind / cells / cell delay (ns)
buffers and inverters: 2 / 0.57
adder cells (fa/ha/maj): 1 / 0.20
[cell type report]
cell class,instances,area share (%)
multi-input combinational,12,38.6
inverter,4,4.33
tap,46,16.6
timing repair buffer,14,40.4
Power is estimated from default activity; no workload was simulated.
