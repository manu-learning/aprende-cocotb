==> flow/design.v <==
module contador_flipflop_d (
                 input        i_clk,  
                 output reg [3:0] o_cuenta  
);
  reg [3:0] r_cuenta_d = 4'd0;  
  always @ (posedge i_clk)
    begin
      o_cuenta <= r_cuenta_d;
    end
  always @ *
    begin
      if(o_cuenta == 4'd10)
        begin
          r_cuenta_d = 4'd0;
        end
      else
        begin
          r_cuenta_d = o_cuenta + 1'd1;
        end
    end
endmodule
==> flow/run.sh <==
#!/bin/bash
# OpenROAD 26Q1-2900-gdf79404cd8, Yosys 0.63+post, stock flow scripts
make -C /OpenROAD-flow-scripts/flow DESIGN_CONFIG=/design/flow/config.mk WORK_HOME=/design/flow/orfs finish
==> flow/config.mk <==
export PLATFORM = sky130hd
export DESIGN_NAME = contador_flipflop_d
export DESIGN_NICKNAME = contador_flipflop_d
export VERILOG_FILES = /design/flow/design.v
export SDC_FILE = /design/flow/constraint.sdc
export NUM_CORES = 4
export LEC_CHECK = 1
export CORE_AREA = 10 10 70 70
export DIE_AREA = 0 0 80 80
==> flow/constraint.sdc <==
current_design contador_flipflop_d

set clk_period 1.7
set clk_io_pct 0.2

create_clock -name clk0 -period $clk_period [get_ports {i_clk}]

set non_clock_inputs [all_inputs -no_clocks]
set_input_delay [expr $clk_period * $clk_io_pct] -clock clk0 $non_clock_inputs
set_output_delay [expr $clk_period * $clk_io_pct] -clock clk0 [all_outputs]
==> out/metrics.yaml <==
drtIter0Drc: 10
path_class: "flip-flop to output pin"
fin_cells: 72
portBuffers: 4
netlist_area_um2: 158.9
firstDrtPassIters: 2
dpl.hpwl_um: 349.5
syn_avg_cell_area_um2: 8.828
grt_pass1_vias: 166
rr_startpoint: "o_cuenta[0]$_SDFF_PN0_"
core-area_um2: 3416
synth-xor-area-share_pct: 0
status: "complete, no violations"
largest_reg_flops: 4
comb_power_share_pct: 0
initial_core_util_pct: 4.652
switching_share_pct: 17.61
internal_power_uw: 173.2
finalSetupViolCount: 0
hold_path_class: "flip-flop to flip-flop"
antenna_left: 0
ys_ff: 4
post-cts-setup-buffers: 0
grt_overflow: 0
grt_max_degree: 6
period_used_pct: 88.65
hold_violations: 0
finalMaxSlewViolations: 0
cts_root_buf: "clkbuf_4"
simple_gate_share_pct: 22.83
worst_pin_slew_ns: 0.1677
endpoint_kind: "output pin"
yosys_warnings: 1
cts-htree-levels: 1
hold_slack_ns: 0.4838
r2r_setup_slack_ns: 0.71
numCtsBuffers: 3
clockBufferDepth: 2
drc: 0
logic_area_um2: 71.32
row_count: 21
tns_ns: 0
cts_hold_buf: 0
post_cts_resize_count: 0
largestRegisters: "o_cuenta: 4 flops"
cp-start-kind: "flip-flop"
largest_register: "o_cuenta"
ys_types: 9
final_area_um2: 281.5
tool_warnings: 26
cellPowerDensity_nw_per_um2: 746.8
cts_tree: "done"
maxSlewHeadroom_pct: 88.81
synthAdderAreaFrac_pct: 15.75
syn_to_final_growth_pct: 77.17
routabilityCongestion: 0.5583
yosys_cells: 18
critPathMaxStageDelay_ns: 0.54
n_fill_cell: 403
rsz0062_at_grt: "false"
synthMuxAreaShare_pct: 0
clkSlewWorstSetupHoldPaths_ns: 0.04
dieHeight_um: 80
dp_cells: 68
hold_start: "o_cuenta[0]$_SDFF_PN0_"
pwr-share-clk_pct: 55.1
ys_chip_area_um2: 158.9
finClkSkew_ns: 0.002605
maxCapViolations: 0
top_logic_kind: "simple AND/OR/NAND/NOR gates"
max_freq_ghz: 0.6636
vias_per_cell: 1.903
required_ns: 1.36
cp_max_fo: 5
drt_wl_total_um: 456
regArea_um2: 80.08
grt_pass1_wl_um: 696
cts.sinks: 4
drive_above_1_share_pct: 12.00
synthCells: 18
fin_ws_ns: 0.1930
p_leak_nw: 0.08560
arrival_ns: 1.17
path_delay_family: "buffers and inverters"
chipArea_um2: 6400
whs_path_depth: 1
aoi_share_pct: 6.299
insertion_delay_ns: 0.23
min_period_ns: 1.507
p_seq_share_pct: 44.9
layout_top_cells: "dfxtp_1, clkdlybuf4s50_1, nor2_1, nand3_1, clkbuf_4"
num_vias: 137
hold-path-endpoint: "o_cuenta[0]$_SDFF_PN0_"
vdd_drop_max_mv: 0.09513
reg2reg_depth: 5
cp.buffers_inverters: 1
track_usage_pct: 1.621
routedWlPerCell_um: 6.333
critical-path-slowest-cell: "clkdlybuf4s50_1"
pre_cts_ws_ns: 0.4510
die_w_um: 80
io_pins: 5
rr_endpoint: "o_cuenta[1]$_SDFF_PN0_"
grt_antenna_before_repair: 0
switching_power_uw: 37.02
path_cells: "clkdlybuf4s50_1"
ys_seq_share_pct: 50.39
placed_area_um2: 256.5
[synth_stat cells]
library cell | instances | area share (%)
dfxtp_1 | 4 | 50
ha_1 | 2 | 16
inv_1 | 2 | 4.7
nand2_1 | 1 | 2.4
nand2b_1 | 1 | 3.9
nand3_1 | 3 | 9.4
nor2_1 | 3 | 7.1
o21ai_0 | 1 | 3.1
o21ai_1 | 1 | 3.1
[area by class of cell]
class	count	share of cell area (%)
Sequential cell	4	28.44
Multi-Input combinational cell	12	25.33
Tap cell	46	20.44
Timing Repair Buffer	4	14.22
Clock buffer	3	8.000
Inverter	2	2.667
Antenna cell	1	0.8889
[logic make-up after synthesis]
kind of cell,after synthesis
flip-flops,4
adder cells (fa/ha/maj),2
AND/OR/NAND/NOR,8
AND-OR/OR-AND,2
buffers and inverters,2
[per-stage QoR]
step / utilization (%) / total power [mW]
final: 8.242 / 0.2102
after global placement: 7.509 / 0.09580
after global routing: 8.169 / 0.2264
after detailed placement: 7.509 / 0.09580
after CTS: 8.169 / 0.2177
after floorplan: - / 0.09580
[per-layer routing]
layer	vias to the layer above	part of all wire, %	track usage [%]
li1	76	-	-
met1	52	38	1.197
met2	9	26	1.605
met3	0	35	3.295
met4	0	0	0.5282
met5	-	0	0
[power groups by stage]
stage | Combinational (mW) | Sequential, mW | Clock, mW
after CTS | 0.0000000396 | 0.0943 | 0.123
after global routing | 0.0000000396 | 0.0942 | 0.132
final | 0.0000000396 | 0.0944 | 0.116
[worst max-delay path by stage]
stage | from | endpoint | slack, ns | cells past startpoint
global route | o_cuenta[0]$_SDFF_PN0_ | o_cuenta[0] | 0.12 | 1
finish | o_cuenta[0]$_SDFF_PN0_ | o_cuenta[0] | 0.19 | 1
CTS | o_cuenta[0]$_SDFF_PN0_ | o_cuenta[0] | 0.19 | 1
Power is estimated from default activity; no workload was simulated.
